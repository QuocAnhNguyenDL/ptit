--- flow/design.v ---
module control (                                                                                                                                                                                                   
input clk,
input reset_n,
input start,
input done_money,
input cancel,
input continue_buy,
input [2:0] money,
input [1:0] item_in,
output done,
output end_trans,
output [7:0] sum_money,
output [7:0] price,
output [1:0] item_select);
wire [4:0] sum_money_temp;
wire [4:0] price_temp;
wire [2:0] state;
wire [1:0] item_temp;
fsm U1 (.clk(clk),
        .reset_n(reset_n),
        .start(start),
        .done_money(done_money),
        .cancel(cancel),
        .continue_buy(continue_buy),
        .deno_5(money[0]),
        .deno_10(money[1]),
        .deno_20(money[2]),
        .item_in(item_temp),
        .state(state),
        .sum_money(sum_money_temp),
        .price(price_temp));
output_logic U2  (
        .state(state),
        .pop(price_temp),
        .money(sum_money_temp),
        .item(item_temp),
        .done(done),
        .end_trans(end_trans),
        .sum_money(sum_money),
        .price(price),
        .item_select(item_select)
        );
endmodule
module output_logic (                                                                                                                                                                                               
input [2:0] state,
input [4:0] pop,
input [4:0] money,
input [1:0] item,
output reg done,
output reg end_trans,
output reg [7:0] sum_money,
output reg [7:0] price,
output reg [1:0] item_select);
parameter IDLE = 3'd0;
parameter SELECT = 3'd1;
parameter RECEIVE_MONEY = 3'd2;
parameter COMPARE = 3'd3;
parameter PROCESS = 3'd4;
parameter RETURN_CHANGE = 3'd5;
always@(*)
begin
        case (state)
        IDLE:
        begin
                done = 1'b0;
                end_trans = 1'b0;
                sum_money = 8'b00000000;
                price = 8'b00000000;
                item_select = 2'b00;
        end
        SELECT:
        begin
                done = 1'b0;
                end_trans = 1'b0;
                sum_money = 8'b00000000;
                price = 8'b00000000;
                item_select = 2'b00;
        end
        RECEIVE_MONEY:
        begin
                done = 1'b0;
                end_trans = 1'b0;
                sum_money = 8'b00000000;
                price = 8'b00000000;
                item_select = 2'b00;
        end
        COMPARE:                                                                                                                                                                                             
        begin
                done = 1'b0;
                end_trans = 1'b0;
                sum_money = 8'b00000000;                                                                                                                                                                           
                price = 8'b00000000;
                item_select = 2'b00;
        end
        PROCESS:                                                                                                                                                                                             
        begin
                done = 1'b0;
                end_trans = 1'b0;                                                                                                                                                                                  
                sum_money = 8'b00000000;                                                                                                                                                                           
                price = 8'b00000000;
                item_select = 2'b00;
        end
        RETURN_CHANGE:                                                                                                                                                                                             
        begin
                done = 1'b0;
                end_trans = 1'b1;                                                                                                                                                                                  
                sum_money = money;                                                                                                                                                                           
                price = pop;
                item_select = item;
        end
        default:
        begin
                done = 1'b0;
                end_trans = 1'b0;
                sum_money = 8'b00000000;                                                                                                                                                                           
                price = 8'b00000000;
                item_select = 2'b00;
        end
        endcase
end
endmodule 
module fsm (                                                                                                                                                                                                       
input reset_n,
input start,
input done_money,
input cancel,
input continue_buy,
input deno_5,
input deno_10,
input deno_20,
input [1:0] item_in,
input clk,
output [4:0] sum_money,
output [4:0] price,
output reg [2:0] state);
parameter IDLE = 3'd0;
parameter SELECT = 3'd1;
parameter RECEIVE_MONEY = 3'd2;
parameter COMPARE = 3'd3;
parameter PROCESS = 3'd4;
parameter RETURN_CHANGE = 3'd5;
wire [2:0] money_1;
wire [3:0] money_2;
wire [4:0] money_3;
reg [2:0] next_state;
wire out_stock;
wire [2:0] nop [3:0];
wire [4:0] max_money;
wire [4:0] sum;
wire [4:0] pop [3:0];
assign pop[0] = 5'd15;
assign pop[1] = 5'd31;
assign pop[2] = 5'd7;
assign pop[3] = 5'd21;
assign nop[0] = 3'd7;
assign nop[1] = 3'd5;
assign nop[2] = 3'd3;
assign nop[3] = 3'd0; 
assign sum = money_1 + money_2 + money_3;
assign money_1 = (deno_5) ? 3'd7 : 3'd0;
assign money_2 = (deno_10) ? 4'd15 : 4'd0;
assign money_3 = (deno_20) ? 5'd31 : 5'd0;
assign max_money = 5'b11111;
assign sum_money = sum;
assign price = pop[item_in];
assign out_stock = 0;
assign enough_money = 1;
always@(*)
begin
        case (state)
        IDLE: next_state = (start) ? SELECT : state;
        SELECT: next_state = ((~out_stock) && (~cancel)) ? RECEIVE_MONEY : ((out_stock) && (~cancel)) ? state : IDLE;
        RECEIVE_MONEY: next_state = ((done_money) || (sum > max_money) && (~cancel)) ? COMPARE : ((~done_money) && (sum < max_money) && (~cancel)) ? state : RETURN_CHANGE;
        COMPARE: next_state = (enough_money) ? RETURN_CHANGE : PROCESS;
        PROCESS: next_state = (cancel) ? RETURN_CHANGE : RECEIVE_MONEY;
        RETURN_CHANGE: next_state = (continue_buy) ? SELECT : IDLE;
        default: next_state = state;
        endcase
end
always@(posedge clk or negedge reset_n)
begin
        if(!reset_n)
                state <= IDLE;
        else
                state <= next_state;
end
endmodule        
--- flow/constraint.sdc ---
current_design control

set clk_period 1.1
set clk_io_pct 0.2

create_clock -name clk0 -period $clk_period [get_ports {clk}]

set non_clock_inputs [all_inputs -no_clocks]
set_input_delay [expr $clk_period * $clk_io_pct] -clock clk0 $non_clock_inputs
set_output_delay [expr $clk_period * $clk_io_pct] -clock clk0 [all_outputs]
--- flow/config.mk ---
export PLATFORM = sky130hd
export DESIGN_NAME = control
export DESIGN_NICKNAME = control
export VERILOG_FILES = /design/flow/design.v
export SDC_FILE = /design/flow/constraint.sdc
export NUM_CORES = 4
export LEC_CHECK = 1
export CORE_AREA = 10 10 70 70
export DIE_AREA = 0 0 80 80
--- flow/run.sh ---
#!/bin/bash
# OpenROAD 26Q1-2900-gdf79404cd8, Yosys 0.63+post, stock flow scripts
make -C /OpenROAD-flow-scripts/flow DESIGN_CONFIG=/design/flow/config.mk WORK_HOME=/design/flow/orfs finish
==> GITHUB_STEP_SUMMARY <==
### Flow metrics

| Metric | Value |
|---|---|
| Status | `finished with violations` |
| Failing checks | `setup timing` |
| Std cell rows | `21` |
| Biggest register | `U1.state` |
| Syn Inst Count | `57` |
| Crit-path max FO | `2` |
| Synth area leaders | `buf_4 (20%), dfrtp_1 (19%), fa_1 (12%), ha_1 (9.6%), inv_1 (5.8%)` |
| CTS tree | `built` |
| Total gr overflow | `0` |
| Port bufs | `14` |
| CP peak stage delay | `0.49 ns` |
| Initial antenna violation count | `0` |
| MaxCap Viol Count | `0` |
| Cell Area, Synth | `519.2 µm²` |
| CP arrival | `2.16 ns` |
| Number of global-route vias before repair | `505` |
| Vias per std cell | `3.270` |
| Family with the most delay on the worst path | `adder cells` |
| Sw power | `244.2 µW` |
| Reg clk slew, reported paths | `0.04 ns` |
| Dpl hpwl | `1.150 mm` |
| WL final | `1.311 mm` |
| Vias | `461` |
| Top cell area share | `0.2024` |
| Full die area | `6400 µm²` |
| Seq pwr share | `0.271` |
| Hold-fix buffers, CTS | `0` |
| Req. time, crit path | `1.22 ns` |
| Final core utilization | `0.2549` |
| Routability cong. | `0.6922` |
| Ratio of cells with drive above 1 in the final layout | `0.4632` |
| CP Class | `input pin to flip-flop` |
| Filler Cell Count | `378` |
| Buffers plus inverters on the worst setup path | `2` |
| Fp_density | `0.1520` |
| # H-tree levels | `1` |
| Initial DRC count | `16` |
| Clk sinks | `5` |
| Final Max Slew Viols | `0` |
| Ant diodes | `0` |
| RR Endpoint | `U1.state[3]` |
| Pint | `609.2 µW` |
| Ys Warns | `5` |
| Cell Pwr Density | `980.0 nW/µm²` |
| Pre-antenna DRT Iters | `3` |
| Crit-path cells | `buf_8, fa_2, ha_4, fa_2, buf_4, a21oi_2, xor2_1, nor2_1, a311o_1` |
| Tool warnings | `33` |
| Worst R2R Start | `U1.state[1]` |
| Comb power frac | `0.481` |
| Post-synthesis cell count from yosys | `57` |
| Placed cell count | `133` |
| Worst Setup Start Kind | `input pin` |
| Cts bufs inserted | `3` |
| Post-route ant nets | `0` |
| WL/cell | `9.298 µm` |
| FF+latch count, synth | `5` |
| Final worst slack | `-0.9332 ns` |
| Die y size | `80 µm` |
| Clock power frac | `0.248` |
| Clock skew | `0.0005781 ns` |
| Worst Setup End Kind | `flip-flop` |
| Final min period | `2.033 ns` |
| Worst min path class | `input pin to asynchronous set/reset pin` |
| Pin count of the biggest net entering global routing | `6` |
| Critical Path Most Common Cell | `fa_2` |
| R2R Setup Slk | `-0.06 ns` |
| Area Growth Syn to Fin | `67.71%` |
| Fin. Hold Viols | `0` |
| Yosys synthesis chip area | `519.2 µm²` |
| Synth cell types | `23` |
| All-Layer GR Usage | `0.04105` |
| Unrepaired setup endpoints after global routing | `true` |
| R2R cell count | `3` |
| Root buffer cell | `clkbuf_4` |
| Latency at later pin | `0.24 ns` |
| I/O pin total | `31` |
| Die width | `80 µm` |
| Synth area leader | `buf_4` |
| Leakage power | `0.0004410 µW` |
| Sequential share of the synthesized area | `0.2434` |
| Biggest regs | `U1.state x5` |
| Sw Ratio | `0.2861` |
| Fin crit share | `1.848` |
| Syn avg cell area | `9.110 µm²` |
| Flip-flop count of the largest register after layout | `5` |
| Max VDD drop | `0.3242 mV` |
| F_max | `0.4918 GHz` |
| Residual DRC | `0` |
| Global-route wire length before repair | `2.228 mm` |
| Slowest cell on the critical path | `fa_2` |
| Post-route insts no fill | `141` |
| Setup Viol. Count Final | `9` |
| Core area | `3416 µm²` |
| Max Buffers Root-to-Sink | `2` |
## through the flow
| stage | power (µW) | instance area, µm² | setup TNS, ns | setup slack, ns | hold WS (ns) |
|---|---|---|---|---|---|
| finish | 853.4 | 870.8 | -6.350 | -0.9332 | 0.1961 |
| global route | 920.9 | 870.8 | -6.873 | -1.038 | 0.2127 |
| CTS | 831.7 | 847.1 | -6.787 | -0.9885 | 0.2006 |
| detailed placement | 605.4 | 810.8 | -12.00 | -1.684 | 0.4539 |
| global placement | 599.0 | 810.8 | -11.78 | -1.674 | 0.4486 |
| floorplan | 424.4 | 590.6 | -4.381 | -0.8791 | -0.07559 |
## cell usage after synthesis (all sizes together)
cell type	number
fa	3
ha	4
dfstp	1
nand2	1
a311o	1
nor2	4
and2	3
buf	14
inv	8
nand3	1
xor2	2
nor3b	1
a21oi	2
conb	1
a22o	2
o21ai	1
dfrtp	4
a31oi	1
and2b	1
o221ai	1
nor2b	1
## worst register-to-register path, stage by stage (launching register included)
cell     delay (ns)
dfrtp_1        0.37
and2b_1        0.19
and2_1         0.17
a311o_1        0.31
## routing by layer
metal	GRT usage	part of all wire	up-vias
li1	-	-	228
met1	0.05024	0.44	211
met2	0.07303	0.48	17
met3	0.005682	0.039	5
met4	0.01056	0.040	0
met5	0	0	-
## cell families (layout without fill, tap and decap cells)
family                     after synthesis  after routing  synth area share
and+or+nand+nor                         12             12            0.1229
AOI/OAI and AO/OA                        8              8            0.1205
adders and majority gates                7              7            0.2121
buffers and inverters                   22             47            0.2602
DFF                                      5              5            0.2434
other                                    1             14          0.007222
xor gates and xnor gates                 2              2           0.03374
## placed cells by master, fill, tap and decap left out
master           synthesis  final
a21oi_1                  1      1
inv_1                    8      8
a311o_1                  1      1
ha_1                     4      2
nor2_1                   4      4
fa_2                     0      2
a31oi_2                  0      1
conb_1                   1     14
xor2_1                   2      2
dfstp_2                  1      1
and2_1                   3      2
buf_4                   14     18
clkbuf_4                 0      3
ha_2                     0      1
a22o_1                   1      1
buf_8                    0      1
clkbuf_2                 0      2
buf_6                    0      5
fa_1                     3      1
nor2b_1                  1      1
dfrtp_1                  4      4
a21oi_2                  1      1
clkbuf_1                 0      1
and2_4                   0      1
nand2_1                  1      1
o21ai_2                  0      1
ha_4                     0      1
a22o_2                   1      1
and2b_1                  1      1
nor3b_1                  1      1
buf_2                    0      4
nand3_2                  0      1
o221ai_1                 1      1
clkdlybuf4s50_1          0      5
## worst max path at each step
| stage | slack [ns] | end | cells past startpoint | start |
|---|---|---|---|---|
| CTS | -0.99 | sum_money[4] | 8 | money[2] |
| global route | -1.04 | sum_money[4] | 8 | money[0] |
| finish | -0.93 | U1.state[3] | 9 | money[0] |
## cell type report
| cell class | instances | area [µm²] | area share |
|---|---|---|---|
| multi-input cells | 43 | 344.1 | 0.3951 |
| flip-flops and latches | 5 | 126.4 | 0.1451 |
| well taps | 46 | 57.56 | 0.06609 |
| repair buffers | 35 | 286.5 | 0.3290 |
| inverters | 8 | 30.03 | 0.03448 |
| clock buffers | 4 | 26.28 | 0.03017 |
## power groups by stage
stage     Sequential (µW)  Clock, µW  Combinational, µW
5_1_grt               234        228                459
6_report              232        211                410
4_1_cts               232        212                388
## repair_timing
| item | in CTS | in global routing |
|---|---|---|
| gates resized | 29 | 14 |
| hold endpoints to repair | 0 | 0 |
| endpoints found under the setup margin | 9 | 9 |
| buffers inserted | 3 | 2 |
| pin swaps | 7 | 9 |
Power is estimated from default activity; no workload was simulated.
